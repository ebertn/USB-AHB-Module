==> ./design.v <==
module bit_stuffer 
(
    input logic clk,
    input logic n_rst,
    input logic serial_in,
    input logic rollover_flag64,
    output logic stuffing,
    output logic stuffed_serial_out
);
typedef enum {IDLE, ONE1, ONE2, ONE3, ONE4, ONE5, ONE6, ZERO} State;
State state, next_state;
always_ff @(posedge clk, negedge n_rst) begin
    if(!n_rst) begin
        state <= IDLE;
    end else begin
        state <= next_state;
    end
end
always_comb begin
    next_state = state;
    case(state)
        IDLE: begin
            if (serial_in == 1 && rollover_flag64)
                next_state = ONE1;
        end
        ONE1: begin
            if (serial_in == 1 && rollover_flag64)
                next_state = ONE2;
        end
        ONE2: begin
            if (serial_in == 1 && rollover_flag64)
                next_state = ONE3;
        end
        ONE3: begin
            if (serial_in == 1 && rollover_flag64)
                next_state = ONE4;
        end
        ONE4: begin
            if (serial_in == 1 && rollover_flag64)
                next_state = ONE5;
        end
        ONE5: begin
            if (serial_in == 1 && rollover_flag64)
                next_state = ZERO;
        end
        ZERO: begin
            if(rollover_flag64)
                next_state = IDLE;
        end
    endcase
    if (serial_in == 0 && rollover_flag64) 
        next_state = IDLE;
end
always_comb begin
    stuffing = 0;
    stuffed_serial_out = serial_in;
    if (state == ZERO) begin
        stuffing = 1;
        stuffed_serial_out = 0;
    end
end
endmodule
module control_fsm
(
	input logic clk,
	input logic n_rst, 
	input logic [7:0] tx_packet_data,
	input logic [6:0] tx_packet_data_size,
	input logic [1:0] tx_packet,
	input logic rollover_flag8,
	input logic rollover_flag64,
	input logic rollover_flag512,
	input logic stuffing,
	input logic [15:0] calculated_crc,
	output logic timer_count_enable,
	output logic timer_clear,
	output logic timer_latch_packet_size,
	output logic crc_clear,
	output logic crc_shift,
	output logic get_tx_packet_data,
	output logic pts_shift,
	output logic pts_load,
	output logic [7:0] data_out,
	output logic eop
);
typedef enum logic [3:0] {IDLE, START_TRANSFER, SYNC_BYTE, LOAD_PID, DATA_PID, LOAD_DATA, SEND_BYTE, CRC0, CRC1, ACK_PID, NACK_PID, DELAY, EOP} State;
State state, next_state;
localparam tx_packet_IDLE 	    = 2'b00;
localparam tx_packet_DATA = 2'b01;
localparam tx_packet_SEND_ACK 	    = 2'b10;
localparam tx_packet_SEND_NACK 	    = 2'b11;
always_ff @(posedge clk, negedge n_rst) begin
	if (!n_rst) begin
		state <= IDLE;
	end else begin
		state <= next_state;
	end
end
always_comb begin
	next_state = state;
	case(state)
		IDLE: begin
			if(tx_packet != tx_packet_IDLE) next_state = START_TRANSFER;
		end
		START_TRANSFER: begin
			next_state = SYNC_BYTE;
		end
		SYNC_BYTE: begin
			if(rollover_flag64) next_state = LOAD_PID;
		end
		LOAD_PID: begin
			if (tx_packet == tx_packet_DATA) next_state = DATA_PID;
			else if (tx_packet == tx_packet_SEND_ACK) next_state = ACK_PID;
			else next_state = NACK_PID;
		end
		DATA_PID: begin
			if(rollover_flag64) next_state = LOAD_DATA;
		end
		LOAD_DATA: begin
			next_state = SEND_BYTE;
			if (rollover_flag512) next_state = CRC0;
		end
		SEND_BYTE: begin
			if (rollover_flag64) next_state = LOAD_DATA;
		end
		CRC0: begin 
			if (rollover_flag64) next_state = CRC1;
		end
		CRC1: begin 
			if (rollover_flag64) next_state = DELAY;
		end
		ACK_PID: begin 
			if (rollover_flag64) next_state = DELAY;
		end
		NACK_PID: begin 
			if (rollover_flag64) next_state = DELAY;
		end
		DELAY: begin
			if(rollover_flag8 || rollover_flag64) next_state = EOP;
		end
		EOP: begin
			next_state = IDLE;
		end
	endcase
	if (stuffing)
		next_state = state;
end
always_comb begin
	timer_count_enable = 1;
	timer_clear = 0;
	data_out = '0;
	eop = 0;
	get_tx_packet_data = 0;
	crc_clear = 0;
	crc_shift = 0;
	timer_latch_packet_size = 0;
	pts_load = 0;
	pts_shift = rollover_flag8 && !stuffing && state != IDLE;
	case(state)
		IDLE: begin
		end
		START_TRANSFER: begin
			pts_load = 1;
			data_out = 8'b10000000;
			timer_clear = 1;
			timer_latch_packet_size = 1;
		end
		SYNC_BYTE: begin
		end
		LOAD_PID: begin
			pts_load = 1;
			if (tx_packet == tx_packet_DATA) data_out = 8'b00111100;
			else if (tx_packet == tx_packet_SEND_ACK) data_out = 8'b10110100; 
			else data_out = 8'b10100101;
		end
		DATA_PID: begin
			if(rollover_flag64) begin 
				timer_clear = 1;
				get_tx_packet_data = 1;
			end
			crc_clear = 1;
		end
		LOAD_DATA: begin
			data_out = tx_packet_data;
			if(rollover_flag512) begin
				data_out = calculated_crc[7:0];
			end
			pts_load = 1;
		end
		SEND_BYTE: begin
			if(rollover_flag64 && !stuffing)
				get_tx_packet_data = 1;
			if(rollover_flag8)
				crc_shift = 1;
		end
		CRC0: begin 
			if(rollover_flag64) begin
				data_out = calculated_crc[15:8];
				pts_load = 1;
			end
		end
		CRC1: begin 
		end
		ACK_PID: begin 
			data_out = 8'b10110100;
		end
		NACK_PID: begin 
			data_out = 8'b10100101;
		end
		EOP: eop = 1;
	endcase
end
endmodule
module crc_generator_16bit (
	input wire clk,
	input wire nRst,
	input wire din,
	input wire shiftEn,
	input wire clear,
	output reg [15:0] crc
);
wire xor1, xor2, xor3;
assign xor3 = din ^ crc[15];
assign xor2 = crc[14] ^ xor3;
assign xor1 = crc[1] ^ xor3;
always_ff @(posedge clk, negedge nRst) begin
	if (nRst == 1'b0) begin
		crc <= '0;
	end else begin
		if (clear == 1'b1) begin
			crc <= '0;
		end else begin
			if (shiftEn == 1'b1) begin
				crc[15] <= xor2;
				crc[14] <= crc[13];
				crc[13] <= crc[12];
				crc[12] <= crc[11];
				crc[11] <= crc[10];
				crc[10] <= crc[9];
				crc[9]  <= crc[8];
				crc[8]  <= crc[7];
				crc[7]  <= crc[6];
				crc[6]  <= crc[5];
				crc[5]  <= crc[4];
				crc[4]  <= crc[3];
				crc[3]  <= crc[2];
				crc[2]  <= xor1;
				crc[1]  <= crc[0];
				crc[0]  <= xor3;
			end else begin
				crc <= crc;
			end
		end
	end
end
endmodule
module encoder
(
    input logic clk,
    input logic n_rst,
    input logic serial_in,
    input logic rollover_flag8,
	input logic rollover_flag64,
    input logic EOP,
    output logic dplus,
    output logic dminus
);
typedef enum {IDLE, ZERO1, ZERO2, ONE1, ONE2, EOP1, EOP2} State;
State state, next_state;
logic next_dplus, next_dminus;
always_ff @(posedge clk, negedge n_rst) begin
    if (!n_rst) begin
        state <= IDLE;
        dplus <= 1;
        dminus <= 0;
    end else begin
        state <= next_state;
        dplus <= next_dplus;
        dminus <= next_dminus;
    end
end
always_comb begin
    next_state = state;
    case(state)
        IDLE: begin
		if(rollover_flag8) begin
            	if (serial_in == 0)
                	next_state = ZERO1;
            	else
                	next_state = ONE1;
			end
        end
        ZERO1: begin
			next_state = IDLE;
        end
        ONE1: begin
			next_state = IDLE;
        end
        EOP1: begin
	    	if(rollover_flag8)
                 next_state = EOP2;
        end
        EOP2: begin
	    	if(rollover_flag8)
                 next_state = IDLE;
        end
    endcase
    if (EOP)
        next_state = EOP1;
end
always_comb begin
    next_dplus = !dminus;
    next_dminus = !dplus;
    case(state)
        IDLE: begin
			if(dplus == dminus) begin
				next_dplus = 1;
				next_dminus = 0;
			end
		end
        ZERO1: begin
            next_dplus = !dplus;
            next_dminus = !dminus;
        end
        ONE1: begin
            next_dplus = dplus;
            next_dminus = dminus;
        end
        EOP1: begin
            next_dplus = 0;
            next_dminus = 0;
        end
        EOP2: begin
            next_dplus = 0;
            next_dminus = 0;
        end
    endcase
end
endmodule
module flex_counter
#(
parameter NUM_CNT_BITS = 4
)
(
input logic clk,
input logic n_rst,
input logic clear,
input logic count_enable,
input logic [(NUM_CNT_BITS - 1):0] rollover_val,
output logic [(NUM_CNT_BITS - 1):0] count_out,
output logic rollover_flag
);
logic [(NUM_CNT_BITS - 1):0] next_count_out;
logic next_rollover_flag;
always_ff @(posedge clk, negedge n_rst) begin
	if(!n_rst) begin
		count_out <= '0;
                rollover_flag <= '0;
	end
	else begin
		count_out <= next_count_out;
                rollover_flag <= next_rollover_flag;
	end
end
always_comb begin
	next_rollover_flag = 1'b0; 
	next_count_out = count_out;
	if (clear) begin
		next_count_out = '0;
		next_rollover_flag = '0;
	end
	else if (count_enable) begin
		next_count_out = count_out + 1;
		if(count_out == rollover_val)
			next_count_out = 1;
		next_rollover_flag = 0;
		if(count_out == rollover_val - 1)
			next_rollover_flag = 1'b1;
	end        
end
endmodule
module flex_pts_sr
#(
	parameter NUM_BITS = 4,
	parameter SHIFT_MSB = 1
)
(
	input wire clk,
	input wire n_rst,
	input wire shift_enable,
	input wire load_enable,
	input wire [NUM_BITS-1:0] parallel_in,
	output reg serial_out
);
	reg [NUM_BITS - 1:0] next_state;
	reg [NUM_BITS - 1:0] out_state;
	always_comb begin
		if (load_enable == 1) begin
			next_state = parallel_in;
		end else if (shift_enable == 1 && load_enable == 0) begin
			if (SHIFT_MSB == 1) begin
				next_state = {out_state[NUM_BITS - 2:0], 1'b1};
			end else begin
				next_state = {1'b1, out_state[NUM_BITS - 1:1]};
			end
		end else begin
			next_state = out_state;
		end
	end
	always_comb begin
		if (SHIFT_MSB == 1) begin
			serial_out = out_state[NUM_BITS - 1];
		end else begin
			serial_out = out_state[0];
		end
	end
	always_ff @(posedge clk, negedge n_rst) begin
		if (n_rst == 0) begin
			out_state <= '1;
		end else begin
			out_state <= next_state;
		end
	end
endmodule
module pts_shift
(
	input wire clk,
	input wire n_rst,
	input wire shift_enable,
	input wire load_enable,
	input wire [7:0] parallel_in,
	output reg serial_out
);
flex_pts_sr #(.NUM_BITS(8), .SHIFT_MSB(0)) pts (.clk(clk), .n_rst(n_rst), .shift_enable(shift_enable), 
	.load_enable(load_enable), .parallel_in(parallel_in), .serial_out(serial_out));
endmodule
module timer
(
    input logic clk,
    input logic n_rst,
    input logic count_enable,
    input logic [6:0] tx_packet_size,
    input logic latch_packet_size,
    input logic clear,
    output logic rollover_flag8,
    output logic rollover_flag64,
    output logic rollover_flag512
);
logic [6:0] saved_packet_size;
logic [3:0] counter8, counter64;
logic [6:0] counter512;
always_ff @(posedge clk, negedge n_rst) begin
	if(!n_rst)
		saved_packet_size <= '0;
	else begin
		saved_packet_size <= saved_packet_size;
		if(latch_packet_size)
			saved_packet_size <= tx_packet_size;
	end
end
flex_counter #(.NUM_CNT_BITS(4)) count8 (.clk(clk), .n_rst(n_rst),
    .clear(clear), .count_enable(count_enable), .rollover_val(4'd8),
    .count_out(counter8), .rollover_flag(rollover_flag8));
flex_counter #(.NUM_CNT_BITS(4)) count64 (.clk(clk), .n_rst(n_rst),
    .clear(clear), .count_enable(rollover_flag8), .rollover_val(4'd8),
    .count_out(counter64), .rollover_flag(rollover_flag64));
flex_counter #(.NUM_CNT_BITS(7)) count512 (.clk(clk), .n_rst(n_rst),
    .clear(clear), .count_enable(rollover_flag64), .rollover_val(saved_packet_size),
    .count_out(counter512), .rollover_flag(rollover_flag512));
endmodule
module usb_tx
(
	input logic clk,
	input logic n_rst, 
	input logic [7:0] tx_packet_data,
	input logic [6:0] tx_packet_data_size,
	input logic [1:0] tx_packet,
	output logic tx_status,
	output logic get_tx_packet_data,
	output logic dplus_out,
	output logic dminus_out
);
logic rollover_flag8, rollover_flag64, rollover_flag512, timer_count_enable, timer_clear, timer_latch_packet_size, crc_clear, crc_shift;
logic pts_shift_en, pts_load, pts_serial_out, stuffing, stuffed_serial_out;
logic [15:0] calculated_crc;
logic [7:0] fsm_data_out;
control_fsm fsm (.clk(clk), .n_rst(n_rst),  .tx_packet_data(tx_packet_data), .tx_packet_data_size(tx_packet_data_size), 
	.tx_packet(tx_packet), .rollover_flag8(rollover_flag8), .rollover_flag64(rollover_flag64), .rollover_flag512(rollover_flag512), 
	.stuffing(stuffing), .calculated_crc(calculated_crc), .timer_count_enable(timer_count_enable), .timer_clear(timer_clear), 
	.timer_latch_packet_size(timer_latch_packet_size), .crc_clear(crc_clear), .crc_shift(crc_shift), 
	.get_tx_packet_data(get_tx_packet_data), .pts_shift(pts_shift_en), .pts_load(pts_load), .data_out(fsm_data_out), .eop(tx_status));
encoder encoder (.clk(clk), .n_rst(n_rst), .serial_in(stuffed_serial_out), .rollover_flag8(rollover_flag8), .rollover_flag64(rollover_flag64), .EOP(tx_status), .dplus(dplus_out), .dminus(dminus_out));
bit_stuffer bit_stuffer(.clk(clk), .n_rst(n_rst), .serial_in(pts_serial_out), .rollover_flag64(rollover_flag64), .stuffing(stuffing), .stuffed_serial_out(stuffed_serial_out));
timer timer (.clk(clk), .n_rst(n_rst), .count_enable(timer_count_enable), .tx_packet_size(tx_packet_data_size), 
	.latch_packet_size(timer_latch_packet_size), .clear(timer_clear), .rollover_flag8(rollover_flag8), 
	.rollover_flag64(rollover_flag64), .rollover_flag512(rollover_flag512));
pts_shift pts_shift (.clk(clk), .n_rst(n_rst), .shift_enable(pts_shift_en), .load_enable(pts_load), .parallel_in(fsm_data_out), .serial_out(pts_serial_out));
crc_generator_16bit crc (.clk(clk), .nRst(n_rst), .din(pts_serial_out), .shiftEn(crc_shift), .clear(crc_clear), .crc(calculated_crc));
endmodule
==> ./run.sh <==
#!/bin/bash
# OpenROAD 26Q1-2900-gdf79404cd8, Yosys 0.63+post, stock flow scripts
make -C /OpenROAD-flow-scripts/flow DESIGN_CONFIG=/design/flow/config.mk WORK_HOME=/design/flow/orfs finish
==> ./config.mk <==
export PLATFORM = sky130hd
export DESIGN_NAME = usb_tx
export DESIGN_NICKNAME = usb_tx
export VERILOG_FILES = /design/flow/design.v
export SDC_FILE = /design/flow/constraint.sdc
export NUM_CORES = 4
export LEC_CHECK = 1
export CORE_UTILIZATION = 40
==> ./constraint.sdc <==
current_design usb_tx

set clk_period 3.3
set clk_io_pct 0.2

create_clock -name clk0 -period $clk_period [get_ports {clk}]

set non_clock_inputs [all_inputs -no_clocks]
set_input_delay [expr $clk_period * $clk_io_pct] -clock clk0 $non_clock_inputs
set_output_delay [expr $clk_period * $clk_io_pct] -clock clk0 [all_outputs]
==> out/metrics.csv <==
stage,metric,value,unit
run_status,outcome,"finished, final reports clean",
drt,Final ANT Viol Nets,0,
timing,final hold violations,0,
clocking,H-tree depth,3,
worst_setup_path,CP cell instances,"clkinv_1, a2111oi_0, clkdlybuf4s50_1",
timing,Hold WS,377,ps
global_route,largest net degree at the start of global routing,38,
timing,endpoints failing setup,0,
clocking,# clock sinks,67,
timing,Worst Tran Pin Value,730,ps
synth,flip-flops with a built-in enable,0,
clocking,CTS buffer count,9,
job,tool warning count,29,
worst_setup_path,endpoint type of the worst setup path,output pin,
drt,DRC,0,
worst_setup_path,"slowest stage delay, CP",580,ps
synth,Synth Flop Type,dfrtp_1,
synth,Post-Synthesis Cells,361,
synth,"area leader, netlist",dfrtp_1,
floorplanning,die area,9580,µm²
floorplanning,Ports,23,
worst_setup_path,Critical path origin,timer.count64.rollover_flag,
worst_setup_path,CP max-delay cell,dfrtp_1,
worst_setup_path,crit-path max FO,13,
placed_design,pre-CTS setup slack,694,ps
cells_and_area,post-route cell area,4150,µm²
clocking,post-CTS setup buffers,0,
timing,Slew headroom,0.513,
synth,syn avg cell area,10.2,µm²
floorplanning,Die W,97.9,µm
pwr,Power Density,760,nW/µm²
synth,register area share after synthesis,0.460,
pwr,VDD IR max,0.250,mV
cells_and_area,layout cell share with drive strength beyond 1,0.121,
synth,synth cell count leaders,"dfrtp_1 (56), nor2_1 (27), nand2_1 (25)",
floorplanning,die height,97.9,µm
worst_setup_path,RR Startpoint,fsm.state[0],
synth,yosys synthesis warning count,8,
worst_setup_path,crit path buf inv count,2,
timing,final setup margin,289,ps
placed_design,DPL Wire Length,5.11,mm
drt,routed len/inst,15.1,µm
min_path,Hold Path Class,in -> async,
synth,Synth async-reset ratio,1.00,
synth,yosys stat area,3680,µm²
floorplanning,fp util,0.418,
synth,ys cells,361,
worst_setup_path,"Arr. time, crit path",2350,ps
worst_setup_path,critical setup path kind,reg -> out,
drt,ANT cells,0,
synth,count of cell types in the netlist,56,
synth,Largest cells by area,"dfrtp_1 (38%), dfstp_2 (7.9%), a22o_1 (5.5%)",
drt,DRT Pass-1 Iters,24,
drt,top layer reached by signal wires,met4,
pwr,LEAKAGE,1.74,nW
global_route,aggregate global routing overflow,0,
clocking,clk root buf,clkbuf_8,
worst_setup_path,CP startpoint kind,flip-flop,
worst_setup_path,family with the most delay on the worst path,buffers and inverters,
timing,fin crit period,3010,ps
clocking,CTS resizes,0,
worst_setup_path,Worst R2R End,pts_shift.pts.out_state[5],
placed_design,Buffers on Ports,22,
drt,total wire length,7.48,mm
global_route,first-pass GRT wire length,12.9,mm
synth,Post-Syn Area,3680,µm²
clocking,TritonCTS clock tree,yes,
drt,number of DRC markers in iteration 0,108,
drt,M1 WL,3.96,mm
synth,#FFs+latches synth,67,
cells_and_area,Area growth syn-to-layout,12.9,%
global_route,number of global-route vias before repair,2572,
worst_setup_path,FF-to-FF setup slack,1010,ps
timing,highest clock rate,332,MHz
global_route,All-Layer GR Usage,0.172,
timing,RSZ-0062 raised after global routing,no,
synth,Synth top cell by count,dfrtp_1,
clocking,clock slew at reported path FFs,70,ps
global_route,initial antenna violation count,0,
clocking,Max clock buf depth,2,
drt,via count,2760,
timing,period utilization,0.912,
floorplanning,core area,8810,µm²
synth,share of the synthesized area in the top cell type,0.381,
timing,total negative setup slack,0,ps
timing,Fin Clk Skew,8.28,ps
drt,via/cell ratio,5.58,
drt,Met2 Wirelength,3.10,mm
cells_and_area,# fillers,801,
cells_and_area,Post-Route Utilization,0.472,
clocking,Post-CTS Hold Fix Bufs,0,
drt,met3 WL,349,µm
floorplanning,row cnt,34,
job,MaxCap Viol Count,0,
placed_design,GP Congestion,0.817,
worst_setup_path,R2R depth,5,
clocking,Worst-Skew Late Latency,340,ps
placed_design,Post-DP Area,3980,µm²
timing,max-slew violations,0,
worst_setup_path,critical path required time,2640,ps
[through the flow]
| step | std cells | total power, mW |
|---|---|---|
| final | 495 | 3.16 |
| after detailed placement | 479 | 2.52 |
| after global routing | 495 | 3.41 |
| after global placement | 479 | 2.51 |
| after CTS | 495 | 3.18 |
| after floorplan | 361 | 2.26 |
[flip-flops by register name, summed over array words and instances, names as in the netlist]
| name | count |
|---|---|
| bit_stuffer.state | 7 |
| timer.count8.count_out | 4 |
| timer.count512.count_out | 7 |
| timer.count64.count_out | 4 |
| crc.crc | 16 |
| encoder.dplus | 1 |
| timer.count8.rollover_flag | 1 |
| timer.saved_packet_size | 7 |
| encoder.dminus | 1 |
| encoder.state | 5 |
| pts_shift.pts.out_state | 8 |
| fsm.state | 4 |
| timer.count512.rollover_flag | 1 |
| timer.count64.rollover_flag | 1 |
[layout make-up]
type / instances / area, µm² / area share
Clock buffer: 13 / 139 / 0.0334
Clock inverter: 3 / 40.0 / 0.00964
Inverter: 17 / 63.8 / 0.0154
Multi-Input combinational cell: 257 / 1800 / 0.433
Sequential cell: 67 / 1690 / 0.407
Tap cell: 108 / 135 / 0.0325
Timing Repair Buffer: 30 / 288 / 0.0693
[placed cells by master (no fill, tap or decap), types with 10 or more instances in the layout]
cell type and instances:
mux2i_1 17, nor2_1 27, a21oi_1 21, dfrtp_1 56, nand2_1 25, dfstp_2 11
inv_1 16, o21ai_0 17, a22o_1 23, nor3_1 11, xor2_1 10, clkdlybuf4s50_1 21
[how the worst max path moves through the flow]
stage	slack, ps	cells after the start	end
global route	90	3	get_tx_packet_data
CTS	280	3	get_tx_packet_data
finish	290	3	get_tx_packet_data
[where the power goes]
part           internal [mW]  switching, mW  leakage (nW)  total, mW
combinational          0.561          0.625         0.785       1.19
clock                  0.348          0.292        0.0914      0.640
sequential              1.07          0.264         0.859       1.33
total                   1.98           1.18          1.74       3.16
[metal layers]
metal  global-route usage  vias up
met5                    0        -
li1                     -     1348
met1                0.294     1351
met4               0.0198        0
met3               0.0436        5
met2                0.232       56
[cells by family (layout without fill, tap and decap cells)]
logic type | Yosys count | count (layout) | synth area share
flops | 67 | 67 | 0.460
compound gates | 98 | 98 | 0.188
simple gates | 107 | 107 | 0.157
xor+xnor | 19 | 19 | 0.0452
fa+ha+maj | 9 | 9 | 0.0306
buf+inv | 37 | 63 | 0.0517
mux | 24 | 24 | 0.0677
Power is estimated from default activity; no workload was simulated.
