File: flow/config.mk
export PLATFORM = sky130hd
export DESIGN_NAME = ahb_lite_slave
export DESIGN_NICKNAME = ahb_lite_slave
export VERILOG_FILES = /design/flow/design.v
export SDC_FILE = /design/flow/constraint.sdc
export NUM_CORES = 4
export LEC_CHECK = 1
export CORE_UTILIZATION = 40
File: flow/constraint.sdc
current_design ahb_lite_slave

set clk_period 5.6
set clk_io_pct 0.2

create_clock -name clk0 -period $clk_period [get_ports {clk}]

set non_clock_inputs [all_inputs -no_clocks]
set_input_delay [expr $clk_period * $clk_io_pct] -clock clk0 $non_clock_inputs
set_output_delay [expr $clk_period * $clk_io_pct] -clock clk0 [all_outputs]
File: flow/design.v
module address_decoder (
	input wire clk,
	input wire nRst,
	input wire [6:0] haddr,
	input wire [1:0] hsize,
	input wire [31:0] hwdata,
	input reg [1:0] state,
	input reg [31:0] rdata,
	input reg [15:0] statusData,
	input reg [15:0] errorData,
	input reg [7:0] boData,
	input reg [7:0] ehtsData,
	output reg [7:0] nextEHTSData,
	output reg [31:0] hrdata,
	output reg [31:0] txData
);
localparam IDLE = 2'b00;
localparam WRITE = 2'b01;
localparam READ = 2'b10;
localparam ERROR = 2'b11;
reg [6:0] prevAddr;
reg [1:0] prevSize;
always_ff @(posedge clk, negedge nRst) begin
	if (nRst == 1'b0) begin
		prevAddr <= '0;
	end else begin
		prevAddr <= haddr;
	end
end
always_ff @(posedge clk, negedge nRst) begin
	if (nRst == 1'b0) begin
		prevSize <= '0;
	end else begin
		prevSize <= hsize;
	end
end
always_comb begin
	hrdata = 32'h00000000;
	txData = 32'h00000000;
	nextEHTSData = ehtsData;
	if (state == WRITE) begin
		if (prevAddr >= 7'h00 && prevAddr <= 7'h3F) begin			 
			if (prevSize == 2'b00) begin
				txData = {24'h000, hwdata[7:0]};
			end else if (prevSize == 2'b01) begin
				txData = {16'h00, hwdata[15:0]};
			end else if (prevSize == 2'b10) begin
				txData = hwdata;
			end
		end else if (prevAddr == 7'h48) begin						 
			nextEHTSData = hwdata[7:0];
		end
	end else if (state == READ) begin
		if (prevAddr >= 7'h00 && prevAddr <= 7'h3F) begin			 
			if (prevSize == 2'b00) begin
				hrdata = {24'h000, rdata[7:0]};
			end else if (prevSize == 2'b01) begin
				hrdata = {16'h00, rdata[15:0]};
			end else if (prevSize == 2'b10) begin
				hrdata = rdata;
			end
		end else if (prevAddr == 7'h40 || prevAddr == 7'h41) begin	 
			if (prevSize == 2'b00) begin
				hrdata = (prevAddr == 7'h40) ? {24'h000, statusData[7:0]} : {24'h000, statusData[15:8]};
			end else if (prevSize == 2'b01) begin
				hrdata = {16'h00, statusData};
			end
		end else if (prevAddr == 7'h42 || prevAddr == 7'h43) begin	 
			if (prevSize == 2'b00) begin
				hrdata = (prevAddr == 7'h42) ? {24'h000, errorData[7:0]} : {24'h000, errorData[15:8]};
			end else if (prevSize == 2'b01) begin
				hrdata = {16'h00, errorData};
			end
		end else if (prevAddr == 7'h44) begin						 
			if (prevSize == 2'b00) begin
				hrdata = {24'h0000, boData};
			end
		end else if (prevAddr == 7'h48) begin						 
			if (prevSize == 2'b00) begin
				hrdata = {24'h0000, ehtsData};
			end
		end
	end
end
endmodule
module ahb_lite_slave (
	input wire clk,
	input wire nRst,
	input wire hsel,
	input wire [6:0] haddr,
	input wire [1:0] htrans,
	input wire [1:0] hsize,
	input wire hwrite,
	input wire [31:0] hwdata,
	input wire [2:0] hburst,
	input wire rxDataReady,
	input wire rxTransferActive,
	input wire rxError,
	input wire txTransferActive,
	input wire txError,
	input wire [6:0] bufferOccupancy,
	input wire [31:0] rxData,
	output wire [31:0] hrdata,
	output wire hresp,
	output wire hready,
	output wire bufferReserved,
	output wire getRxData,
	output wire storeTxData,
	output wire [31:0] txData,
	output wire [1:0] dataSize,
	output reg  [6:0] txPacketDataSize
);
wire [1:0] state;
wire [7:0] nextEHTSData;
wire [15:0] statusData;
wire [15:0] errorData;
wire [7:0] boData;
wire [7:0] ehtsData;
wire [31:0] rdata;
wire txPacketSizeChanged;
state_controller sc (
	.clk(clk),
	.nRst(nRst),
	.haddr(haddr),
	.htrans(htrans),
	.hsize(hsize),
	.hwrite(hwrite),
	.hsel(hsel),
	.state(state),
	.storeTxData(storeTxData),
	.getRxData(getRxData),
	.hresp(hresp),
	.hready(hready),
	.dataSize(dataSize),
	.txPacketSizeChanged(txPacketSizeChanged)
);
value_registers vr (
	.clk(clk),
	.nRst(nRst),
	.rxDataReady(rxDataReady),
	.rxTransferActive(rxTransferActive),
	.txTransferActive(txTransferActive),
	.txError(txError),
	.rxError(rxError),
	.bufferOccupancy(bufferOccupancy),
	.nextEHTSData(nextEHTSData),
	.statusData(statusData),
	.errorData(errorData),
	.boData(boData),
	.ehtsData(ehtsData)
);
rdata_register rDataReg (
	.clk(clk),
	.nRst(nRst),
	.rxData(rxData),
	.rdata(rdata)
);
address_decoder decoder (
	.clk(clk),
	.nRst(nRst),
	.haddr(haddr),
	.hsize(hsize),
	.hwdata(hwdata),
	.state(state),
	.rdata(rdata),
	.statusData(statusData),
	.errorData(errorData),
	.boData(boData),
	.ehtsData(ehtsData),
	.nextEHTSData(nextEHTSData),
	.hrdata(hrdata),
	.txData(txData)
);
assign txPacketDataSize = ehtsData[6:0];
fixitFSM fsm (
	.clk(clk),
	.nRst(nRst),
	.txPacketSizeChanged(txPacketSizeChanged),
	.rxDataReady(rxDataReady),
	.bufferOccupancy(bufferOccupancy),
	.txPacketDataSize(txPacketDataSize),
	.bufferReserved(bufferReserved)
);
endmodule
module fixitFSM (
	input wire clk,
	input wire nRst,
	input wire txPacketSizeChanged,
	input wire rxDataReady,
	input wire [6:0] bufferOccupancy,
	input wire [6:0] txPacketDataSize,
	output wire bufferReserved
);
localparam IDLE = 2'b00;
localparam WRITE = 2'b01;
localparam READ = 2'b10;
reg [1:0] nextState;
reg [1:0] state;
always_comb begin
	nextState = IDLE;
	if (state == IDLE) begin
		if (txPacketSizeChanged == 1'b1) begin
			nextState = WRITE;
		end else if (rxDataReady == 1'b1) begin
			nextState = READ;
		end else begin
			nextState = IDLE;
		end
	end else if (state == WRITE) begin
		nextState = (txPacketDataSize == bufferOccupancy) ? IDLE : WRITE;
	end else if (state == READ) begin
		nextState = (bufferOccupancy == '0) ? IDLE : READ;
	end
end
always_ff @(posedge clk, negedge nRst) begin
	if (nRst == 1'b0) begin
		state <= 2'b00;
	end else begin
		state <= nextState;
	end
end
assign bufferReserved = ((state == WRITE) || (state == READ)) ? 1'b1 : 1'b0;
endmodule
module rdata_register (
	input wire clk,
	input wire nRst,
	input wire [31:0] rxData,
	output reg [31:0] rdata
);
always_ff @(posedge clk, negedge nRst) begin
	if (nRst == 1'b0) begin
		rdata <= '0;
	end else begin
		rdata <= rxData;
	end
end
endmodule
module state_controller (
	input wire clk,
	input wire nRst,
	input wire [6:0] haddr,
	input wire [1:0] htrans,
	input wire [1:0] hsize,
	input wire hwrite,
	input wire hsel,
	output reg [1:0] state,
	output reg storeTxData,
	output reg getRxData,
	output reg hresp,
	output reg hready,
	output wire [1:0] dataSize,
	output logic txPacketSizeChanged
);
localparam IDLE = 2'b00;
localparam WRITE = 2'b01;
localparam READ = 2'b10;
localparam ERROR = 2'b11;
reg [1:0] nextState;
assign dataSize = hsize;
assign hresp = ((state == ERROR) || (nextState == ERROR)) ? 1'b1 : 1'b0;
assign hready = (nextState == ERROR) ? 1'b0 : 1'b1;
always_comb begin
	storeTxData = 1'b0;
	getRxData = 1'b0;
	nextState = IDLE;
	txPacketSizeChanged = 1'b0;
	if (hsel && (htrans != IDLE)) begin
		if (hsize == 2'b11) begin
			nextState = ERROR;
		end else if (hwrite) begin
			if ((haddr >= 7'h00) && (haddr < 7'h40)) begin
				storeTxData = 1'b1;
				nextState = WRITE;
			end else if ((haddr == 7'h48) && (hsize == 2'b00)) begin
				nextState = WRITE;
				txPacketSizeChanged = 1'b1;
			end else begin
				nextState = ERROR;
			end
		end else if (!hwrite) begin
			if ((haddr >= 7'h00) && (haddr < 7'h40)) begin
				getRxData = 1'b1;
				nextState = READ;
			end else if (((haddr == 7'h40) || (haddr == 7'h41)) && ((hsize == 2'b01) || (hsize == 2'b00))) begin
				nextState = READ;
			end else if (((haddr == 7'h42) || (haddr == 7'h43)) && ((hsize == 2'b01) || (hsize == 2'b00))) begin
				nextState = READ;
			end else if (((haddr == 7'h44) || (haddr == 7'h48)) && (hsize == 2'b00)) begin
				nextState = READ;
			end else begin
				nextState = ERROR;
			end
		end else begin
			nextState = ERROR;
		end
	end
end
always_ff @(posedge clk, negedge nRst) begin
	if (nRst == 1'b0) begin
		state <= IDLE;
	end else begin
		state <= nextState;
	end
end
endmodule
module value_registers (
	input wire clk,
	input wire nRst,
	input wire rxDataReady,
	input wire rxTransferActive,
	input wire txTransferActive,
	input wire txError,
	input wire rxError,
	input reg [6:0] bufferOccupancy,
	input reg [7:0] nextEHTSData,
	output logic [15:0] statusData,
	output logic [15:0] errorData,
	output logic [7:0]  boData,
	output logic [7:0]  ehtsData
);
logic [15:0] nextStatusData;
logic [15:0] nextErrorData;
always_comb begin
	nextStatusData = 16'h00;
	nextStatusData[0] = rxDataReady;
	nextStatusData[8] = rxTransferActive;
	nextStatusData[9] = txTransferActive;
end
always_ff @(posedge clk, negedge nRst) begin
	if (nRst == 1'b0) begin
		statusData <= '0;
	end else begin
		statusData <= nextStatusData;
	end
end
always_comb begin
	nextErrorData = 16'h00;
	nextErrorData[8] = txError;
	nextErrorData[0] = rxError;
end
always_ff @(posedge clk, negedge nRst) begin
	if (nRst == 1'b0) begin
		errorData <= '0;
	end else begin
		errorData <= nextErrorData;
	end
end
always_ff @(posedge clk, negedge nRst) begin
	if (nRst == 1'b0) begin
		boData <= '0;
	end else begin
		boData <= {1'b0, bufferOccupancy};
	end
end
always_ff @(posedge clk, negedge nRst) begin
	if (nRst == 1'b0) begin
		ehtsData <= '0;
	end else begin
		ehtsData <= nextEHTSData;
	end
end
endmodule
File: flow/run.sh
#!/bin/bash
# OpenROAD 26Q1-2900-gdf79404cd8, Yosys 0.63+post, stock flow scripts
make -C /OpenROAD-flow-scripts/flow DESIGN_CONFIG=/design/flow/config.mk WORK_HOME=/design/flow/orfs finish
==> ci_impl_report.md <==
## Synthesis and layout report

| Metric | Value |
|---|---|
| Filler instances | `just over 500` |
| DR WL/cell | `~14 µm` |
| Layout cells sized above 1 | `0.0925` |
| Worst reg-to-reg path cell count | `3` |
| Worst-margin pin slew | `about 750 ps` |
| CTS Root Cell | `clkbuf_8` |
| Most frequent logic cell in the layout | `clkdlybuf4s50_1` |
| Final WS setup | `about 1500 ps` |
| Part of the cycle the worst path needs | `0.724` |
| Final Slew Violations | `0` |
| Sum Neg Setup Slack | `0 ps` |
| Final WL | `~7200 µm` |
| Clk_skew | `approximately 7 ps` |
| Number of enable flip-flop cells | `0` |
| DP HPWL | `roughly 5700 µm` |
| RSZ-0062 raised after global routing | `false` |
| Ys flop type | `dfrtp_1` |
| Worst setup path class | `in -> out` |
| Critical Path RT | `between 4000 and 5000 ps` |
| Crit path time final | `4050 ps` |
| GRT Residual Overflow | `0` |
| Post-synth seq share | `0.581` |
| Yosys cell count | `roughly 240` |
| CTS tree | `done` |
| Synthesis area per yosys | `between 0.002 and 0.003 mm²` |
| Clk slew on worst S/H paths | `approximately 70 ps` |
| H-tree depth | `3` |
| Ordered list of cells on the worst path | `clkdlybuf4s50_1 -> nor3_1 -> a221oi_1 -> a22oi_1 -> clkdlybuf4s50_1` |
| Power Total | `between 1 and 1.5 mW` |
| PortBufs | `~170` |
| Gpl congestion | `0.880` |
| IO Pins | `around 170` |
| Hold Path Sink | `fsm.state[0]$_DFF_PN1_` |
| Slowest cell on crit path | `clkdlybuf4s50_1` |
| Launch point of the worst hold path | `fsm.state[0]$_DFF_PN1_` |
| Initial DRC Count | `around 70` |
| Status | `complete, no violations` |
| Setup Slack @ Placement | `between 1500 and 2000 ps` |
| Largest net degree at the start of global routing | `around 43` |
| CORE AREA | `~0.0069 mm²` |
| Init Core Util | `0.420` |
| Max-slew headroom | `0.498` |
| Max Root-Sink Buffers | `2` |
| HP Class | `reg -> reg` |
| Setup Buffers After CTS | `0` |
| Post-cts sizing count | `0` |
| Distinct lib cells | `approximately 45` |
| CP startpoint kind | `primary input` |
| Clock Latency Late Sink | `between 300 and 400 ps` |
| Setup crit end kind | `output port` |
| Area Overhead vs Synth | `67.1%` |
| GRT Total Usage | `0.200` |
| Reg2reg start | `decoder.prevAddr[2]$_DFF_PN0_` |
| Yosys warnings | `8` |
| Maximum capacitance violations | `0` |
| Die Ht | `approximately 87 µm` |
| Worst endpoint data arrival time | `2930 ps` |
| Vias in the first global route | `around 2300` |
| DRC | `0` |
| Ys flops | `67` |
| Crit-path max FO | `5` |
| Hold buffers post-CTS | `0` |
| Reg2Reg Setup Slack | `~4000 ps` |
| Top cells excl fill/tap | `clkdlybuf4s50_1, dfrtp_1, and2_1, a22o_1, clkbuf_8` |
| Num CTS Buffers | `9` |
| Vias per inst | `roughly 4.6` |
| LEAKAGE | `1.98 nW` |
| Chip area | `approximately 0.0076 mm²` |
| Asr flop ratio synth | `1.00` |
| Syn_area_per_cell | `roughly 12 µm²` |
| Sink Count | `between 60 and 70` |
| Most frequent cell on the critical path | `clkdlybuf4s50_1` |
| FF-to-FF End | `vr.ehtsData[4]$_DFFE_PN0P_` |
| First-pass GRT wire length | `around 11000 µm` |
| ANT cells | `0` |
| Final setup viols | `0` |
| Initial antenna violation count | `0` |
| Die X | `slightly below 90 µm` |
| Routed vias | `2347` |
| DR pass1 iterations | `4` |
| Min-Delay Path Depth | `2` |
| Maximum vdd drop | `0.157 mV` |
| Final hold viol count | `0` |
| FMAX | `around 250 MHz` |
| CP max stage delay | `520 ps` |
| Core Rows | `30` |
| Detail Route Antenna Nets | `0` |
| Mapped cell area | `roughly 0.0029 mm²` |
| Pwr Density | `roughly 220 mW/mm²` |
| Log Warnings | `29` |
| Post-synthesis cell count | `237` |
## metrics by stage
step           cell area (µm²)  utilization  instances  hold WS [ps]
2_1_floorplan             2890            -        237           470
3_3_place_gp              4620        0.673        491           490
3_5_place_dp              4620        0.673        491           497
4_1_cts                   4820        0.702        507           507
5_1_grt                   4820        0.702        507           533
6_report                  4820        0.702        507           506
## state kept, by name (all words and copies together), names as in the netlist
| signal | count |
|---|---|
| rDataReg.rdata | 32 |
| vr.ehtsData | 8 |
| decoder.prevAddr | 7 |
| vr.boData | 7 |
| fsm.state | 3 |
| sc.state | 3 |
| vr.statusData | 3 |
| decoder.prevSize | 2 |
| vr.errorData | 2 |
## power breakdown
| group | switching, mW | internal (mW) | total [mW] |
|---|---|---|---|
| sequential | 0.0117 | 0.507 | 0.519 |
| combinational | 0.0386 | 0.0852 | 0.124 |
| clock | 0.182 | 0.217 | 0.400 |
| total | 0.233 | 0.809 | 1.04 |
## kinds of logic (layout without fill, tap and decap cells)
| logic type | count (synthesis) | after routing | synth area share |
|---|---|---|---|
| muxes | 10 | 10 | 0.0429 |
| buffers and inverters | 18 | 192 | 0.0355 |
| DFF | 67 | 67 | 0.581 |
| AOI/OAI and AO/OA | 31 | 31 | 0.0867 |
| xor gates and xnor gates | 8 | 8 | 0.0243 |
| and+or+nand+nor | 103 | 103 | 0.229 |
## layer usage
metal  share of wire  wire length [µm]  up-vias  GRT usage
met2            0.49              3560      102      0.350
met3           0.081               582       12     0.0490
met4           0.016               113        0     0.0288
met5               0                 0        -          0
met1            0.41              2940     1079      0.265
li1                -                 -     1154          -
## synthesized netlist by cell type (2+ instances only)
cell      instances  share of area
a21oi_1           2         0.0035
a22o_1           12          0.036
a22oi_1           2         0.0052
a32o_1            2         0.0069
and2_1           54           0.12
and3_1            2         0.0043
and3b_1           2         0.0061
buf_4             9          0.023
clkbuf_1          3         0.0039
dfrtp_1          66           0.57
inv_1             5         0.0065
mux2_2            9          0.035
nand2_1           5         0.0065
nand2b_1          5          0.011
nand3_1           4         0.0069
nor2_1            8          0.010
nor2b_1           2         0.0043
nor3_1            6          0.010
nor4_1            4         0.0087
o21ai_0           3         0.0052
or3b_4            2         0.0078
xor2_1            7          0.021
## critical path: cells and delay by family
kind / cells / cell delay [ps]
compound gates: 2 / 460
buf+inv: 2 / 1020
simple gates: 1 / 330
## worst max path at each step
stage        start     end  cells past startpoint
4_1_cts   hsize[1]  hready                      5
5_1_grt   hsize[1]  hready                      5
6_report  hsize[1]  hready                      5
## area by class of cell
type                       count  area, µm²  share of cell area
tap                           96        120              0.0249
clock inverter                 6       63.8              0.0132
sequential                    67       1680               0.348
clock buffer                  10        138              0.0285
timing repair buffer         171       1700               0.352
multi-input combinational    152       1110               0.229
inverter                       5       18.8             0.00389
Power is estimated from default activity; no workload was simulated.
