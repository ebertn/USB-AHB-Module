### flow/config.mk
export PLATFORM = sky130hd
export DESIGN_NAME = pc_db_top
export DESIGN_NICKNAME = pc_db_top
export VERILOG_FILES = /design/flow/design.v
export SDC_FILE = /design/flow/constraint.sdc
export NUM_CORES = 4
export LEC_CHECK = 1
export CORE_UTILIZATION = 50
### flow/constraint.sdc
current_design pc_db_top

set clk_period 7.6
set clk_io_pct 0.2

create_clock -name clk0 -period $clk_period [get_ports {clk}]

set non_clock_inputs [all_inputs -no_clocks]
set_input_delay [expr $clk_period * $clk_io_pct] -clock clk0 $non_clock_inputs
set_output_delay [expr $clk_period * $clk_io_pct] -clock clk0 [all_outputs]
### flow/design.v
`timescale 1ns/10ps
module data_buffer
  (
   input reg 	     clk,
   input reg 	     n_rst,
   input reg 	     clear,  
   input reg 	     get_rx_data,  
   input reg 	     store_tx_data,  
   input reg [31:0]  tx_data,  
   input reg [1:0]   data_size,  
   input reg 	     get_tx_packet_data,  
   input reg [7:0]   rx_packet_data,  
   input reg 	     store_rx_packet_data,  
   input reg 	     lock_db,
   output reg [6:0]  buffer_occupancy,  
   output reg [31:0] rx_data,  
   output reg [7:0]  tx_packet_data,  
   output reg 	     lock_error
   );
   typedef enum      {IDLE, STORE, RECEIVE, SEND_TX, SEND_RX, CLEAR, LOCK} statetype;
   statetype state, next_state;
   int 		     count1 = 0;            
   int 		     count2 = 0;            
   int 		     next_count1;
   int 		     next_count2;
   reg [7:0] [63:0]  data;
   reg [7:0] [3:0]   new_data;
   always_comb    
     begin                                 
	if (clear == 1'b1)
	  begin
	     next_state = CLEAR;
	  end
	else if (lock_db == 1'b1)
	  begin
	     next_state = LOCK;
	  end
	else if (store_tx_data == 1'b1)
	  begin
	     next_state = STORE;
	  end
	else if (get_rx_data == 1'b1)
	  begin
	     next_state = RECEIVE;
	  end
	else if (get_tx_packet_data == 1'b1)
	  begin
	     next_state = SEND_TX;
	  end
	else if (store_rx_packet_data == 1'b1)
	  begin
	     next_state = SEND_RX;
	  end
	else
	  begin
	     next_state = IDLE;
	  end
     end  
   always_ff @ (posedge clk, negedge n_rst)   
     begin
	if (n_rst == 1'b0)     
	  begin
	     state <= IDLE;
	  end
	else         
	  begin
	     state <= next_state;
	  end
     end  
   always_comb    
     begin
	next_count1 = 0;
	next_count2 = 0;
	case(state)
	  IDLE : begin
	     next_count1 = count1;
	     next_count2 = count2;
	  end
	  STORE : begin             
	     next_count1 = count1 + 4;
	  end
	  SEND_RX : begin           
	     next_count1 = count1 + 1;
	  end
	  SEND_TX : begin           
	     next_count2 = count2 + 1;
	     if (next_count1 == next_count2)
	       begin                
		  next_count1 = 0;  
		  next_count2 = 0;  
	       end
	  end
	  RECEIVE : begin           
	     if (data_size == 2'b00)
	       begin
		  next_count2 = count2 + 1;
	       end
	     if (data_size == 2'b00)
	       begin
		  next_count2 = count2 + 2;
	       end
	     if (data_size == 2'b00)
	       begin
		  next_count2 = count2 + 3;
	       end
	     if (data_size == 2'b00)
	       begin
		  next_count2 = count2 + 4;
	       end
	     if (next_count1 == next_count2)
	       begin                
		  next_count1 = 0;  
		  next_count2 = 0;  
	       end
	  end
	  CLEAR : begin
	     next_count1 = 0;
	     next_count2 = 0;
	  end
	endcase  
	buffer_occupancy = count1 - count2;     
     end  
   always_ff @ (posedge clk, negedge n_rst)     
     begin
	if (n_rst == 1'b0)
	  begin
	     count1 <= 0;
	     count2 <= 0;
	  end
	else
	  begin
	     count1 <= next_count1;
	     count2 <= next_count2;
	  end
     end  
   always_comb  
     begin
	rx_data = 'b0;
	tx_packet_data = 'b0;
	new_data = 'b0;
	lock_error = 1'b0;
	case (state)
	  STORE : begin
	     new_data[0] = tx_data[7:0];
	     new_data[1] = tx_data[15:8];
	     new_data[2] = tx_data[23:16];
	     new_data[3] = tx_data[31:24];
	  end
	  RECEIVE : begin
	     new_data[0] = rx_packet_data;
	  end
	  SEND_TX : begin
	     tx_packet_data = data[count2];
	  end
	  SEND_RX : begin
	     if (data_size == 2'b00)
	       begin
		  rx_data[7:0] = data[count2];
	       end
	     if (data_size == 2'b01)
	       begin
		  rx_data[7:0] = data[count2];
		  rx_data[15:8] = data[count2 + 1];
	       end
	     if (data_size == 2'b10)
	       begin
		  rx_data[7:0] = data[count2];
		  rx_data[15:8] = data[count2 + 1];
		  rx_data[23:16] = data[count2 + 2];
	       end
	     if (data_size == 2'b11)
	       begin
		  rx_data[7:0] = data[count2];
		  rx_data[15:8] = data[count2 + 1];
		  rx_data[23:16] = data[count2 + 2];
		  rx_data[31:24] = data[count2 + 3];
	       end
	  end
	  CLEAR : begin
	  end
	  LOCK : begin
	     if (get_rx_data == 1'b1)
	       begin
		  lock_error = 1'b1;
	       end
	  end
	endcase  
     end  
   always_ff @ (posedge clk, negedge n_rst)   
     begin
	if (n_rst == 1'b0)
	  begin
	     data <= 0;
	  end
	else
	  begin
	     if (state == RECEIVE)
	       begin
		  data[count1] <= new_data[0];
	       end
	     if (state == STORE)
	       begin
		  data[count1] <= new_data[0];
		  data[count1 + 1] <= new_data[1];
		  data[count1 + 2] <= new_data[2];
		  data[count1 + 3] <= new_data[3];
	       end
	  end  
     end  
endmodule  
module pc_db_top
  (
   input reg 	     clk,
   input reg 	     n_rst,
   output reg 	     rx_data_ready,
   output reg 	     rx_transfer_active,
   output reg 	     rx_error,
   output reg 	     tx_transfer_active,
   output reg 	     tx_error,
   input reg 	     buffer_reserved,
   input reg [6:0]   tx_packet_data_size,
   output reg [6:0]  buffer_occupancy,
   output reg [31:0] rx_data,
   input reg 	     get_rx_data,
   input reg 	     store_tx_data,
   input reg [31:0]  tx_data,
   input reg [1:0]   data_size,
   output reg [7:0]  tx_packet_data,
   input reg 	     get_tx_packet_data,
   input reg [7:0]   rx_packet_data,
   input reg 	     store_rx_packet_data,
   output reg [1:0]  tx_packet,
   output reg 	     d_mode,
   input reg [2:0]   rx_packet,
   input reg 	     tx_status
   );
   wire 	     clear;
   protocol_controller pc (.clk(clk),
			   .n_rst(n_rst),
			   .rx_data_ready(rx_data_ready),
			   .rx_transfer_active(rx_transfer_active),
			   .rx_error(rx_error),
			   .tx_transfer_active(tx_transfer_active),
			   .tx_error(tx_error),
			   .buffer_reserved(buffer_reserved),
	        	   .buffer_occupancy(buffer_occupancy),
			   .clear(clear),
			   .tx_packet(tx_packet),
			   .d_mode(d_mode),
			   .rx_packet(rx_packet),
			   .tx_status(tx_status));
   data_buffer db (.clk(clk),
		   .n_rst(n_rst),
		   .buffer_occupancy(buffer_occupancy),
		   .rx_data(rx_data),
		   .get_rx_data(get_rx_data),
		   .store_tx_data(store_tx_data),
		   .tx_data(tx_data),
		   .data_size(data_size),
		   .tx_packet_data(tx_packet_data),
		   .get_tx_packet_data(get_tx_packet_data),
		   .rx_packet_data(rx_packet_data),
		   .store_rx_packet_data(store_rx_packet_data),
		   .clear(clear));
endmodule  
`timescale 1ns/10ps
localparam RX_IDLE = 3'b000;
localparam RX_READY = 3'b001;     
localparam RX_RECEIVED = 3'b010;
localparam RX_ERR = 3'b011;
localparam RX_BUSY = 3'b100;
localparam TX_ERR = 3'b101;
localparam TX_START = 3'b110;     
localparam TX_IDLE = 2'b00;       
localparam SEND_DATA = 2'b01;
localparam SEND_ACK = 2'b10;
localparam SEND_NACK = 2'b11;
localparam TX_DEFAULT = 1'b0;   
localparam FINISHED_SENDING = 1'b1;
module protocol_controller
  (
   input reg 	    clk,
   input reg 	    n_rst,
   input reg [2:0]  rx_packet,  
   input reg 	    buffer_reserved,  
   input reg [6:0]  buffer_occupancy,  
   input reg 	    tx_status,  
   input reg 	    lock_error,
   output reg 	    rx_data_ready,  
   output reg 	    rx_transfer_active,  
   output reg 	    rx_error,  
   output reg 	    tx_transfer_active,  
   output reg 	    tx_error,  
   output reg 	    d_mode,  
   output reg [1:0] tx_packet,  
   output reg 	    clear,  
   output reg 	    lock_db
   );
   typedef enum     {IDLE, RX_ACTIVE, RX_ERROR, PACKET_READY, RX_ACK, RX_NACK, RESERVED, START_TX, TX_ACTIVE, TX_ACK, TX_NACK, TX_ERROR, BUFFER_ERROR, LOCK} statetype;
   statetype state, next_state;
   always_comb    
     begin
	next_state = IDLE;
	if (buffer_occupancy >= 7'b1000000)
	  begin
	     next_state = BUFFER_ERROR;
	  end
	case (state)
	  IDLE : begin
	     if ((rx_packet == RX_BUSY) || (rx_packet == RX_READY))
	       begin
		  next_state = RX_ACTIVE;
	       end
	     else if (buffer_reserved == 1'b1)
	       begin
		  next_state = RESERVED;
	       end
	     else if (rx_packet == TX_START)
	       begin
		  next_state = START_TX;
	       end
	     else if (rx_packet == TX_ERR)
	       begin
		  next_state = TX_ERROR;
	       end
	     else
	       begin
		  next_state = IDLE;
	       end
	  end  
	  RX_ACTIVE : begin
	     if (rx_packet == RX_BUSY)
	       begin
		  next_state = RX_ACTIVE;
	       end
	     else if ((rx_packet == RX_ERR) || (buffer_reserved == 1'b1))
	       begin
		  next_state = RX_ERROR;
	       end
	     else
	       begin
		  next_state = PACKET_READY;
	       end
	  end  
	  RX_ERROR : begin
	     next_state = IDLE;
	  end
	  PACKET_READY : begin
	     if (buffer_reserved == 1'b1)
	       begin
		  next_state = RX_NACK;
	       end
	     else
	       begin
		  next_state = RX_ACK;
	       end
	  end
	  RX_ACK : begin
	     if (tx_status == FINISHED_SENDING)
	       begin
		  next_state = IDLE;
	       end
	     else
	       begin
		  next_state = RX_ACK;
	       end
	  end
	  RX_NACK : begin
	     if (tx_status == FINISHED_SENDING)
	       begin
		  next_state = IDLE;
	       end
	     else
	       begin
		  next_state = RX_NACK;
	       end
	  end
	  RESERVED : begin
	     if ((rx_packet == RX_BUSY) || (rx_packet == RX_READY))
	       begin
		  next_state = LOCK;
	       end
	     else if (buffer_reserved == 1'b0)
	       begin
		  next_state = IDLE;
	       end
	     else
	       begin
		  next_state = RESERVED;
	       end
	  end  
	  LOCK : begin
	     if ((rx_packet == RX_BUSY) || (rx_packet == RX_READY))
	       begin
		  next_state = LOCK;
	       end
	     else
	       begin
		  next_state = RESERVED;
	       end
	  end
	  START_TX : begin
	     if (buffer_reserved == 1'b1)
	       begin
		  next_state = TX_NACK;
	       end
	     else
	       begin
		  next_state = TX_ACTIVE;
	       end
	  end
	  TX_ACTIVE : begin
	     if (tx_status == FINISHED_SENDING)
	       begin
		  next_state = TX_ACK;
	       end
	     else
	       begin
		  next_state = TX_ACTIVE;
	       end
	  end
	  TX_ACK : begin
	     if (tx_status == FINISHED_SENDING)
	       begin
		  next_state = IDLE;
	       end
	     else
	       begin
		  next_state = TX_ACK;
	       end
	  end
	  TX_NACK : begin
	     if (tx_status == FINISHED_SENDING)
	       begin
		  next_state = IDLE;
	       end
	     else
	       begin
		  next_state = TX_NACK;
	       end
	  end
	  TX_ERROR : begin
	     next_state = IDLE;
	  end
	  BUFFER_ERROR : begin
	     next_state = IDLE;
	  end
	endcase  
     end  
   always_ff @ (posedge clk, negedge n_rst)
     begin
	if (n_rst == 1'b0)
	  begin
	     state <= IDLE;
	  end
	else
	  begin
	     state <= next_state;
	  end
     end  
   always_comb    
     begin
 	rx_data_ready = 1'b0;
	rx_transfer_active = 1'b0;
	rx_error = 1'b0;
	tx_transfer_active = 1'b0;
	tx_error = 1'b0;
	d_mode = 1'b0;
	tx_packet = TX_IDLE;
	clear = 1'b0;
	lock_db = 1'b0;
	case (state)
	  IDLE : begin
	  end  
	  RX_ACTIVE : begin
	     rx_transfer_active = 1'b1;
	  end  
	  RX_ERROR : begin
	     rx_error = 1'b1;
	     clear = 1'b1;
	  end
	  PACKET_READY : begin
	     rx_data_ready = 1'b1;
	  end
	  RX_ACK : begin
	     tx_packet = SEND_ACK;
	  end
	  RX_NACK : begin
	     tx_packet = SEND_NACK;
	  end
	  RESERVED : begin
	     lock_db = 1'b1;
	  end
	  LOCK : begin
	     tx_packet = SEND_NACK;
	  end
	  START_TX : begin
	     d_mode = 1'b1;
	  end
	  TX_ACTIVE : begin
	     tx_packet = SEND_DATA;
	     tx_transfer_active = 1'b1;
	  end
	  TX_ACK : begin
	     tx_packet = SEND_ACK;
	  end
	  TX_NACK : begin
	     tx_packet = SEND_NACK;
	  end
	  TX_ERROR : begin
	     tx_error = 1'b1;
	     clear = 1'b1;
	  end
	  BUFFER_ERROR : begin
	     clear = 1'b1;
	  end
	endcase  
     end  
endmodule  
### flow/run.sh
#!/bin/bash
# OpenROAD 26Q1-2900-gdf79404cd8, Yosys 0.63+post, stock flow scripts
make -C /OpenROAD-flow-scripts/flow DESIGN_CONFIG=/design/flow/config.mk WORK_HOME=/design/flow/orfs finish
==> changes_impl.md <==
### Implementation results

* Status: finished clean
* Seq pwr share at 25.2%
* Detailed Routing Iterations Pass 1 at 6
* Pre-CTS WS at 1.25 ns
* Required time of the critical path at 7.97 ns
* Vias in the first global route at 17200
* Postcts setup bufs at 0
* Final Wtd Congestion at 1.07
* Yosys Chip Area at 17900 µm²
* Clock tree buffer depth at 2
* Final wirelength at 66300 µm
* HPWL Detailed at 48900 µm
* CTS Buf Count at 17
* FP Core Util at 51.3%
* Initial antenna violation count at 0
* Reg2Reg Launch Point: db.count1[0]
* First-pass GRT wire length at 102000 µm
* Synth top cell by count: nor2_1
* Final Worst Setup Slack at 0.971 ns
* Synthesized instance count at 2327
* Largest net degree at the start of global routing at 64
* Clock Power Share at 20.5%
* Synth-to-Final Area Change at 9.99%
* Final cycle utilization of the critical path at 87.2%
* Setup violators final at 0
* Flip-flops with a built-in enable at 0
* WL/cell at 23.9 µm
* Distinct cells, synth at 98
* Switching share of power at 46.0%
* Final setup skew at 0.0110 ns
* CTS tree: built
* I/O pin count at 115
* Area leader share at 18.2%
* H-tree depth at 4
* Sw power at 1.88 mW
* Via-per-instance ratio at 6.89
* Clock root buffer: clkbuf_16
* Worst vdd ir at 0.173 mV
* Critical Path Start: db.count1[0]
* Grt ovf at 0
* Top_reg_cell synth: dfrtp_1
* Post-Syn Area at 17900 µm²
* Total tool warning count at 63
* Final Hold Viols at 0
* Crit-path max FO at 22
* Die y size at 191 µm
* CTS sink count at 131
* Synth area leaders: dfrtp_1 (18%), mux4_2 (8.1%), mux2i_1 (5.7%)
* Combinational share of power at 54.4%
* Max-cap violations at 0
* Startpoint types: flip-flop
* Max Freq at 151 MHz
* Placeable core area at 34900 µm²
* Pleak at 7.40 nW
* Crit path kind: reg2reg
* Yosys cell count at 2327
* Worst Max-Slew Pin Slew at 0.939 ns
* Ant. Diodes at 0
* Post-CTS sizing at 0
* Die Width at 191 µm
* Fill cells at 3189
* Hold_buf cts at 0
* HP Class: reg2reg
* # port buffers at 87
* Total power at 4.09 mW
* Detail Route Antenna Nets at 0
* Die Area at 36600 µm²
* Pint at 2.21 mW
* Worst slew margin at 36.7%
* Post-route minimum period at 6.63 ns
* Unrepaired setup endpoints after global routing: false
* Overall Global Routing Usage at 37.3%
* Crit path DAT at 7.00 ns
* Seq/Total Area, Yosys at 18.3%
* Fin Setup TNS at 0 ns
* Dpl cells at 2745
* Avg Cell Area, Syn at 7.69 µm²
* PD cells at 208 nW/µm²
* Post-route DRC at 0
* Post-synth top cells: nor2_1 (210), nand2_1 (206), a21oi_1 (138), dfrtp_1 (130), clkbuf_1 (126)
* DR vias at 19100
* Rows at 68
* Final core utilization at 56.4%
* Crit. End Element: flip-flop
* Async SR Flop Fraction at 100%
* HP Start: db.data[261]
* Ys flops at 131
* Number of DRC markers in iteration 0 at 1704
* Synthesis warning total at 3
* Latency at later pin at 0.44 ns
* Cell type with the largest total area: dfrtp_1
* Layout Cells excl Fill at 2777
* Share of layout cells above drive strength 1 at 10.6%
* Max-slew violation count at 0
* Clock transition at path regs at 0.06 ns
[worst max-delay path, cell delays in order, from the launching register on]
cell and delay [ns]:
dfrtp_1 0.80, inv_1 0.36, ha_1 0.50, nand4b_1 0.59, o21a_1 0.39, or3_1 0.43, a2111oi_2 0.73, nand3_1 0.30
o211a_1 0.29, or3_1 0.34, o2bb2ai_1 0.17, buf_4 0.20, nand2_1 0.07, buf_4 0.21, nor2_1 0.10, o41ai_1 0.82
and3_1 0.26
[worst paths after layout]
| path | depth (start not counted) | slack (ns) | endpoint |
|---|---|---|---|
| min in group asynchronous | 1 | 1.00 | db.count2[17] |
| worst max-delay path | 16 | 0.97 | db.data[70] |
| max in group asynchronous | 2 | 5.59 | db.count2[0] |
| worst max register to register | 16 | 0.97 | db.data[70] |
| worst min register to register | 1 | 0.56 | db.data[261] |
| worst min-delay path | 1 | 0.56 | db.data[261] |
[cells in the final DEF, fill, tap and decap left out, drive strengths merged, types with 56 or more instances in the layout]
master         netlist  layout
nor2               210     210
nand2              207     207
a21oi              138     138
dfrtp              130     130
xnor2              112     112
o21ai              110     110
mux2i              103     103
nor3                98      98
nand3               95      95
clkdlybuf4s50        0      86
nand4               68      68
buf                 63      66
mux4                64      64
and2                61      61
nor4                56      56
[registers in the layout, summed over array words and instances (netlist names)]
name and flops:
db.data 64, db.count2 32, db.count1 26, db.state 5, pc.state 4
[stage by stage]
stage	hold WS, ns	cell area (µm²)
after global placement	0.530	19100
final	0.557	19700
after global routing	0.585	19700
after detailed placement	0.542	19100
after floorplan	0.500	17900
after CTS	0.561	19700
[power groups by stage]
stage	Sequential [mW]	Clock, mW	Combinational [mW]
after CTS	1.02	0.854	2.18
after global routing	1.04	0.880	2.38
final	1.03	0.836	2.22
[routing by layer]
layer	vias up	track usage (%)	part of all wire, %
li1	8793	-	-
met1	9119	53.7	42
met2	1060	56.3	44
met3	174	8.98	9.9
met4	0	12.1	4.1
met5	-	0	0
[final cells by class]
cell class              count  area (µm²)  area share (%)
clock buffers              20         467            2.37
inverters                  44         165           0.839
multi-input cells        1963       13700            69.7
repair buffers            152        1360            6.91
flip-flops and latches    131        3280            16.7
clock inverters            12         119           0.604
well taps                 455         569            2.89
[cell families (layout without fill, tap and decap cells)]
group,Yosys count,in the layout,share of synthesized area (%)
compound gates,559,559,21.0
xor+xnor,153,153,7.49
fa+ha+maj,25,25,1.79
buf+inv,233,228,5.13
flops,131,131,18.3
mux,187,187,15.1
other cells,1,1,0.0210
simple gates,1038,1038,31.1
No activity file was given, so power comes from the tool's default toggle rates.
